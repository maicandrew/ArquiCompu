**/design/flow/run.sh**
```bash
#!/bin/bash
# OpenROAD 26Q1-2900-gdf79404cd8, Yosys 0.63+post, stock flow scripts
make -C /OpenROAD-flow-scripts/flow DESIGN_CONFIG=/design/flow/config.mk WORK_HOME=/design/flow/orfs finish
```
**/design/flow/config.mk**
```make
export PLATFORM = sky130hd
export DESIGN_NAME = Reg_32
export DESIGN_NICKNAME = Reg_32
export VERILOG_FILES = /design/flow/design.v
export SDC_FILE = /design/flow/constraint.sdc
export NUM_CORES = 4
export LEC_CHECK = 1
export CORE_AREA = 10 10 90 90
export DIE_AREA = 0 0 100 100
```
**/design/flow/constraint.sdc**
```tcl
current_design Reg_32

set clk_period 1.0
set clk_io_pct 0.2

create_clock -name clk0 -period $clk_period [get_ports {clk}]

set non_clock_inputs [all_inputs -no_clocks]
set_input_delay [expr $clk_period * $clk_io_pct] -clock clk0 $non_clock_inputs
set_output_delay [expr $clk_period * $clk_io_pct] -clock clk0 [all_outputs]
```
**/design/flow/design.v**
```verilog
module Reg_32(
    input [31:0] D,
    output reg [31:0] Q,
    input clk,
    input Reset
    );
	always @(posedge clk)
		if (Reset)
			Q <= 31'b0;
		else
			Q <= D;
endmodule
```
==> summary.rpt <==
FLOW METRICS REPORT
----------------------------------------------------
[Drt]
  Diode insertion count for antenna repair ........................ 0
  Via count ........................ 668
  Via-per-instance ratio ........................ between 3 and 4
  ANT nets after route ........................ 0
  Per-cell routed wire length ........................ 12.0 um
  Detailed-router iteration count before antenna repair ........................ 2
  Wirelength, routed ........................ 2590 um
  Iteration-0 DRC Markers ........................ 8
  Post-route DRC ........................ 0

[Placement]
  Placed wire-length estimate after detailed placement ........................ roughly 2100 um
  Input/output buffers ........................ 65
  RD Place Congestion ........................ approximately 0.67
  Area after DPL ........................ ~1600 um2

[STA]
  Transition at the pin with the smallest max-transition slack ........................ around 0.14 ns
  Final setup violating endpoints ........................ 0
  Unrepaired setup endpoints after global routing ........................ no
  Max-slew headroom ........................ 0.904
  Number of pins exceeding their max-slew limit in the final report ........................ 0
  Highest Clock Rate ........................ 1040 MHz
  Post-route fraction of the period consumed by the critical path ........................ 0.959
  Worst hold slack ........................ between 0.4 and 0.5 ns
  Number of failing hold endpoints at the final stage ........................ 0
  Final period demand of the worst path ........................ 0.959 ns
  Setup TNS ........................ 0 ns

[Job]
  Count of max-cap constraint violations ........................ 0
  Number of logged tool warnings ........................ 25

[Logic synthesis]
  Seq/Total Area, Yosys ........................ 0.742
  Number of cells in the yosys synthesis report ........................ around 67
  Post-synthesis average cell area ........................ 12.9 um2
  Area leader, netlist ........................ dfxtp_1
  Cells after synthesis ........................ between 60 and 70
  Chip area from the yosys synthesis statistics ........................ 863 um2
  Seq cells post-synth ........................ 32
  Distinct cell type count of the synthesized netlist ........................ 3
  Largest cells by area ........................ dfxtp_1 74%, nor2b_1 23%, buf_4 2.6%
  Area fraction of the dominant cell type after synthesis ........................ 0.742
  Synthesized area ........................ about 860 um2
  Yosys warning count ........................ 1

[Power and ir drop]
  Power dissipated by switching net loads ........................ 0.511 mW
  Gate power share ........................ 0.104
  Clk pwr share ........................ 0.379
  Flop pwr share ........................ 0.517
  Peak supply drop ........................ around 0.52 mV
  Standby leakage power ........................ approximately 0.67 nW
  Net Sw Frac ........................ 0.194
  Power density over the cells ........................ 1590 nW/um2
  Design Power ........................ 2.63 mW
  Internal cell power ........................ between 2 and 2.5 mW

[Worst setup path]
  Worst stage delay on the critical path ........................ between 0.3 and 0.4 ns
  CP Launch Type ........................ register
  Number of buffers and inverters on the critical path ........................ 1
  Worst Path Max Fanout ........................ 1
  Cell with the largest stage delay on the worst path ........................ dfxtp_1
  Capture point of the worst path ........................ Q[5]
  Cell-by-cell listing of the critical path ........................ clkdlybuf4s15_1
  Levels on crit path ........................ 1
  Setup crit start ........................ Q[5]
  Required time worst endpoint ........................ approximately 0.80 ns
  Largest delay contributor family on the critical path ........................ flip-flops
  Classification of the worst setup path ........................ register to output pin
  Critical Path End Type ........................ output pin
  Arrival time of data at the critical path endpoint ........................ approximately 0.76 ns

[Floorplan]
  Core box area ........................ 6280 um2
  Chip area ........................ around 10000 um2
  Die x size ........................ 100 um
  I/O pin cnt ........................ ~66
  Site row count ........................ 29
  Floorplan die height ........................ 100 um
  Fraction of the core area occupied by cells at floorplan ........................ 0.138

[GRT]
  Number of global-route vias before repair ........................ 690
  Global route total overflow ........................ 0
  Pin count of the biggest net entering global routing ........................ 33
  Initial antenna violation count ........................ 0
  Overall Global Routing Usage ........................ 0.0487
  Global-route wire length before repair ........................ 3810 um

[Clock network]
  CTS Buffer Depth ........................ 2
  TritonCTS clock tree ........................ done
  Count of clock tree sinks ........................ 32
  Clock edge transition at the registers on the reported setup and hold paths ........................ 0.06 ns
  Number of instances resized during post-cts repair ........................ about 65
  H-tree levels ........................ 2
  Root buffer cell ........................ clkbuf_8
  Post-CTS setup-driven buffer insertion count ........................ 0
  Hold-fix buffers at CTS ........................ 0
  Number of clock buffers inserted by TritonCTS ........................ 5

[Hold path]
  Worst hold path type ........................ input port to register

[Final layout]
  Area growth syn-to-layout ........................ 91.6%
  Final standard cell area without fillers ........................ about 1700 um2
  Post-layout util ........................ 0.264
  Leading registers by flop count ........................ Q: 32 flops
  Reg with most FFs ........................ Q
  Share of post-route cells with drive strength above 1 ........................ 0.159
  Fill count ........................ 656
  Number of flip-flops under the largest register name ........................ 32

[Run status]
  Run status ........................ finished clean

----------------------------------------------------
==> layout make-up <==
cell class              count  area [um2]  area share
flip-flops and latches     32         647       0.391
repair buffers             66         621       0.375
multi-input cells          32         200       0.121
well taps                  77        96.3      0.0582
clock buffers               8        90.1      0.0545
==> cells in the mapped netlist (all sizes together) <==
library cell   n
dfxtp         32
buf            3
nor2b         32
==> metrics by stage <==
step	worst slack, ns	std cells
floorplan	0.509	67
global placement	-0.103	207
detailed placement	-0.109	207
CTS	0.000758	215
global route	0.000160	215
finish	0.0413	215
==> placed cells by master, fill, tap and decap left out <==
cell	synthesis	final
clkdlybuf4s15_1	0	22
dfxtp_1	32	27
buf_2	0	1
clkbuf_8	0	6
clkbuf_1	0	2
nor2b_1	32	32
clkdlybuf4s50_1	0	33
dfxtp_2	0	5
clkbuf_2	0	9
buf_12	0	1
==> worst min-delay path by stage <==
stage	from	endpoint	slack, ns	depth (start not counted)
final	D[3]	Q[3]	0.46	2
after CTS	D[3]	Q[3]	0.46	2
after global routing	D[20]	Q[20]	0.46	2
==> logic make-up after synthesis <==
kind of cell / Yosys count / synth area share
buffers and inverters: 3 / 0.0261
DFF: 32 / 0.742
and+or+nand+nor: 32 / 0.232
==> routing by layer <==
metal / up-vias / wire length [um] / global-route usage
met5: - / 0 / 0
met4: 0 / 9 / 0.00761
met3: 2 / 452 / 0.0430
met2: 37 / 1250 / 0.0806
met1: 292 / 882 / 0.0451
li1: 337 / - / -
==> power groups by stage <==
stage / registers, mW / clock network, mW / logic, mW
6_report: 1.36 / 0.998 / 0.273
4_1_cts: 1.36 / 1.06 / 0.293
5_1_grt: 1.37 / 1.11 / 0.301
Power figures rest on the tool's default switching activity, not on a simulated workload.
